File: run.sh
#!/bin/bash
# OpenROAD 26Q1-2900-gdf79404cd8, Yosys 0.63+post, stock flow scripts
make -C /OpenROAD-flow-scripts/flow DESIGN_CONFIG=/design/flow/config.mk WORK_HOME=/design/flow/orfs finish
File: config.mk
export PLATFORM = sky130hd
export DESIGN_NAME = regfile
export DESIGN_NICKNAME = regfile
export VERILOG_FILES = /design/flow/design.v
export SDC_FILE = /design/flow/constraint.sdc
export NUM_CORES = 4
export LEC_CHECK = 1
export CORE_UTILIZATION = 50
File: constraint.sdc
current_design regfile

set clk_period 3.3
set clk_io_pct 0.2

create_clock -name clk0 -period $clk_period [get_ports {clk}]

set non_clock_inputs [all_inputs -no_clocks]
set_input_delay [expr $clk_period * $clk_io_pct] -clock clk0 $non_clock_inputs
set_output_delay [expr $clk_period * $clk_io_pct] -clock clk0 [all_outputs]
File: design.v
module regfile(input [15:0] w_data, input [2:0] w_addr, input w_en,
		   input [2:0] r_addr, input clk, output [15:0] r_data);
  reg [15:0] m[0:7];
  assign r_data = m[r_addr];
  always_ff @(posedge clk) if (w_en) m[w_addr] <= w_data;
endmodule: regfile
==> results.txt <==
yosys + openroad results -> most numerous logic cells after layout 128 x edfxtp_1, 38 x clkdlybuf4s50_1, 28 x mux4_1, Setup violations, final 0, Highest Clock Rate about 330 MHz, Top area cell types edfxtp_1 77%, mux4_1 15%, mux2_2 3.6%, mux4_2 1.8%, buf_6 0.91%, # Post-CTS Setup Buffers 0, crit-path max FO 32, uppermost routed layer met4, setup TNS 0 ns, chip area line of the yosys report between 0.004 and 0.005 mm^2, iteration tally of the first detailed-router pass 4, core area 0.009684 mm^2, Clock Sinks between 100 and 150, Worst setup EP type output pin, placement-stage cell area 0.005590 mm^2, final tally of hold violations 0, met2 wire length 4.367 mm, Post-Layout Cell Count 404, num rows 36, DR vias 2180, PwrDens approximately 670 mW/mm^2, Placed Cells approximately 370, maximum VDD drop 480.8 uV, WL met3 approximately 1.1 mm, top area contributor share between 70% and 80%, DR DRC count 0, Gate Count Post-Synth a little under 200, Lkg Pwr 2.118 nW, power after layout 4.170 mW, max reg flops 128, Wirelength per Cell 21.25 um, fin area 0.006270 mm^2, worst setup margin 0.2373 ns, required time of the critical path roughly 2.6 ns, Mean Syn Cell Area 25.12 um^2, CTS tree built, hold_buf cts 0, Max-cap violations 0, total die size 0.01035 mm^2, grt ovf 0, antenna viol nets, final 0, wire length on met1 2.930 mm, chip height a little over 100 um, library cells used by synthesis 11, I/O pin cnt 40, floorplan core density 51.36%, actual slew at the worst max-slew pin 0.3308 ns, biggest regs m x128, status completed, Hold WC Path Type primary input to flop, initial antenna violation count 0, Final period util 92.81%, Rel. slew slack 77.95%, largest net degree at the start of global routing 33, vias in the first global route between 2000 and 2500, clk buf depth 2, drt via density 5.396, register share after synthesis 77.28%, mapped cell area 0.004974 mm^2, Detailed Route Iter0 Violations between 90 and 100, share of cells above drive strength 1 23.99%, Most flops, register m, dpl hpwl 4.550 mm, P&R area growth vs syn 26.06%, GRT Total Usage 20.16%, Clock Pin Slew Worst Setup and Hold Paths 0.06 ns, synth warn 1, OpenROAD warning count 25, Min Clock Period, post-route 3.063 ns, port bufs 39, Root Driver clkbuf_8, most used logic cell in the final layout edfxtp_1, max-slew violations 0, crit path DAT 2.40 ns, H-Tree Depth 4, first-pass GRT wire length 12.68 mm, pre-CTS setup slack 0.2295 ns, Setup CP Type primary input to output pin, Synth flops 128, startpoint types primary input, Num CTS Buffers 17, routed wire length 8.586 mm, post-CTS sizing 0, leading area contributor after synthesis edfxtp_1, antenna cells 0, Yosys Instances between 150 and 200, RSZ-0062 raised after global routing false, DIE WIDTH about 100 um, final RePlAce weighted congestion between 0.7 and 0.8
[cell type report]
class / instances / area, um^2
Multi-Input combinational cell: 61 / 1075
Clock buffer: 17 / 414.1
Tap cell: 133 / 166.4
Sequential cell: 128 / 3844
Fill cell: 638 / 3415
Timing Repair Buffer: 50 / 505.5
Clock inverter: 15 / 265.3
[worst max-delay path, stage by stage]
cell	delay [ns]
clkdlybuf4s50_1	0.51
buf_12	0.21
mux4_1	0.31
mux2_2	0.29
clkdlybuf4s50_1	0.41
[final timing paths]
path,slack (ns),end,cells past startpoint,start
setup / recovery,0.24,r_data[2],5,r_addr[2]
hold / removal,0.87,m[4][1],1,w_data[1]
[metal layers]
| layer | GRT usage (%) | up-vias |
|---|---|---|
| li1 | - | 994 |
| met1 | 25.62 | 1056 |
| met2 | 31.34 | 119 |
| met3 | 13.94 | 11 |
| met4 | 3.122 | 0 |
| met5 | 0 | - |
[per-stage QoR]
stage / hold WS, ns / utilization [%]
4_1_cts: 0.8537 / 64.74
3_3_place_gp: 1.359 / 57.73
6_report: 0.8703 / 64.74
5_1_grt: 0.8883 / 64.74
2_1_floorplan: 0.7589 / -
3_5_place_dp: 1.394 / 57.73
[synth_stat cells]
master	number
nand2b_1	3
clkbuf_2	1
mux4_1	28
mux2_2	16
buf_1	4
buf_6	4
mux4_2	4
nand2_1	2
nor3_1	2
nor2_1	6
edfxtp_1	128
[report_power, final]
group	total [mW]	internal, mW	switching [mW]
sequential	1.86	1.85	0.0106
clock	2.10	1.45	0.646
combinational	0.216	0.130	0.0855
total	4.17	3.43	0.742
[cells by family (layout without fill, tap and decap cells)]
family                 after synthesis  in the layout  synth area share [%]
multiplexers                        48             48                 20.23
AND/OR/NAND/NOR                     13             13                 1.182
flip-flops                         128            128                 77.28
buffers and inverters                9             82                 1.308
Power and IR drop assume default switching activity.
