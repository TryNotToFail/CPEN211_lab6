==> flow/design.v <==
module controller(input clk, input rst_n, input start,
                  input [2:0] opcode, input [1:0] ALU_op, input [1:0] shift_op,
                  input Z, input N, input V,
                  output waiting,
                  output [1:0] reg_sel, output [1:0] wb_sel, output w_en,
                  output en_A, output en_B, output en_C, output en_status,
                  output sel_A, output sel_B);
  reg [3:0] state;
  reg [3:0] next_state;
  reg in_waiting;
  reg [1:0] in_reg_sel;
  reg [1:0] in_wb_sel;
  reg in_w_en;
  reg in_en_A;
  reg in_en_B;
  reg in_en_C;
  reg in_en_status;
  reg in_sel_A;
  reg in_sel_B;
  assign waiting = in_waiting;
  assign reg_sel = in_reg_sel;
  assign wb_sel = in_wb_sel;
  assign w_en = in_w_en;
  assign en_A = in_en_A;
  assign en_B = in_en_B;
  assign en_C = in_en_C;
  assign en_status = in_en_status;
  assign sel_A = in_sel_A;
  assign sel_B = in_sel_B;
  always @ (posedge clk) begin
    if(~rst_n) begin
	state = 4'b0000;
      	next_state = 4'b0000;
	in_waiting = 1'b1;
	in_reg_sel = 2'b11;
	in_wb_sel = 2'b00;
	in_w_en = 1'b0;
	in_en_A = 1'b0;
	in_en_B = 1'b0;
	in_en_C = 1'b0;
	in_en_status = 1'b0;
	in_sel_A = 1'b0;
	in_sel_B = 1'b0;
    end 
    else begin
      case(state)
	4'b0000: if (start) begin
		next_state = 4'b0001;
		in_waiting = 1'b0;  
		in_reg_sel = 2'b10;
		in_wb_sel = 2'b11;
		in_w_en = 1'b0;
		in_en_A = 1'b0;
		in_en_B = 1'b0;
		in_en_C = 1'b0;
		in_en_status = 1'b0;
		in_sel_A = 1'b0;
		in_sel_B = 1'b0;
	        end 
		else begin
		next_state = 4'b0000;
		in_waiting = 1'b1;  
		in_reg_sel = 2'b11;
		in_wb_sel = 2'b00;
		in_w_en = 1'b0;
		in_en_A = 1'b0;
		in_en_B = 1'b0;
		in_en_C = 1'b0;
		in_en_status = 1'b0;
		in_sel_A = 1'b0;
		in_sel_B = 1'b0;
	       end
	4'b0001: begin 
		  if ({opcode,ALU_op} == 5'b11010) begin  
			next_state = 4'b0010;
		  end 
		  else if (({opcode,ALU_op} == 5'b11000) | ({opcode,ALU_op} == 5'b10111)) begin  
			next_state = 4'b0100;
		  end 
		  else begin 
			next_state = 4'b0011;  
		  end
		 end  
	4'b0010: begin  
			in_reg_sel = 2'b10;  
			in_wb_sel = 2'b10;  
			in_w_en = 1'b1;  
			next_state = 4'b0000;  
		    end
	4'b0011: begin 	 
		 	in_reg_sel = 2'b10;  
			in_en_A = 1'b1;  
			next_state = 4'b0100;  
		 end  
	4'b0100: begin  
			in_reg_sel = 2'b00;  
			in_en_A = 1'b0;  
			in_en_B = 1'b1;  
			if ({opcode,ALU_op} == 5'b10100) next_state = 4'b0101;
			else if ({opcode,ALU_op} == 5'b10101) next_state = 4'b0110;
			else if ({opcode,ALU_op} == 5'b10110) next_state = 4'b0111;
			else if ({opcode,ALU_op} == 5'b10111) next_state = 4'b1000;
			else next_state = 4'b1001;
		    end  
	4'b0101: begin  
		in_en_B = 1'b0;  
		in_sel_A = 1'b0;  
		in_sel_B = 1'b0;  
		in_en_C = 1'b1;  
		next_state = 4'b1010;
	      end
	4'b0110: begin  
		in_en_B = 1'b0;  
		in_sel_A = 1'b0;  
		in_sel_B = 1'b0;  
		in_en_C = 1'b1;  
		in_en_status = 1'b1;  
		next_state = 4'b1010;
	      end
	4'b0111: begin  
		in_en_B = 1'b0;
		in_sel_A = 1'b0;  
		in_sel_B = 1'b0;  
		in_en_C = 1'b1;  
		next_state = 4'b1010;
 	      end
	4'b1000: begin  
		in_en_B = 1'b0;
		in_sel_A = 1'b1;  
		in_sel_B = 1'b0;  
		in_en_C = 1'b1;
		next_state = 4'b1010;
	      end
	4'b1001: begin  
		in_en_B = 1'b0;
		in_sel_A = 1'b1;  
		in_sel_B = 1'b0;  
		in_en_C = 1'b1;
		next_state = 4'b1010;
   	      end
	4'b1010: begin  
			in_w_en = 1'b1;  
			in_reg_sel = 2'b01;  
			in_wb_sel = 2'b00;  
			next_state = 4'b0000;  
		  end
	default: begin
		  state = 4'b0000;
		  next_state = 4'b0000;
		 end
      endcase
    end
   state <= next_state;
 end
endmodule: controller
==> flow/run.sh <==
#!/bin/bash
# OpenROAD 26Q1-2900-gdf79404cd8, Yosys 0.63+post, stock flow scripts
make -C /OpenROAD-flow-scripts/flow DESIGN_CONFIG=/design/flow/config.mk WORK_HOME=/design/flow/orfs finish
==> flow/config.mk <==
export PLATFORM = sky130hd
export DESIGN_NAME = controller
export DESIGN_NICKNAME = controller
export VERILOG_FILES = /design/flow/design.v
export SDC_FILE = /design/flow/constraint.sdc
export NUM_CORES = 4
export LEC_CHECK = 1
export CORE_AREA = 10 10 77 77
export DIE_AREA = 0 0 87 87
==> flow/constraint.sdc <==
current_design controller

set clk_period 1.9
set clk_io_pct 0.2

create_clock -name clk0 -period $clk_period [get_ports {clk}]

set non_clock_inputs [all_inputs -no_clocks]
set_input_delay [expr $clk_period * $clk_io_pct] -clock clk0 $non_clock_inputs
set_output_delay [expr $clk_period * $clk_io_pct] -clock clk0 [all_outputs]
==> impl_metrics.env <==
# source this file to load flow results
export IMPL_hold_path_class="flip-flop to flip-flop"
export IMPL_warning_count=30
export IMPL_cap_violations=0
export IMPL_grt_pass1_wl_um=2620
export IMPL_critPathArrivalTime_ps=1070
export IMPL_drive_gt1_share_pct=8.00
export IMPL_slew_viol_final=0
export IMPL_first_pass_iters=3
export IMPL_max_vdd_ir_drop_uv=315
export IMPL_ctsResizeCount=0
export IMPL_top_area_cell="dfxtp_1"
export IMPL_fin_util_pct=24.4
export IMPL_holdPathStages=1
export IMPL_largest_register_ffs=11
export IMPL_rsz0062_at_grt="false"
export IMPL_cts_buffers=3
export IMPL_die_h_um=87
export IMPL_cts_root_buf="clkbuf_8"
export IMPL_cp_start_kind="flip-flop"
export IMPL_path_cells="clkdlybuf4s50_1"
export IMPL_grt_pass1_vias=564
export IMPL_setup_worst_path_start="in_en_A$_SDFFE_PN0P_"
export IMPL_top_cell_area_share_pct=57.1
export IMPL_tns_ps=0
export IMPL_port_buffers=18
export IMPL_hold_viol_final=0
export IMPL_worstRegToRegCells=3
export IMPL_dp_hpwl_um=1290
export IMPL_htree_levels=1
export IMPL_ff_type="dfxtp_1"
export IMPL_std_cell_rows=24
export IMPL_tritoncts="yes"
export IMPL_fin_crit_sh_pct=76.1
export IMPL_ios=25
export IMPL_power_leakage_nw=0.416
export IMPL_reg2reg_to="in_en_C$_SDFFE_PN0P_"
export IMPL_clock_path_buffers=2
export IMPL_cp_required_ps=1520
export IMPL_die_x_um=87
export IMPL_dieArea_um2=7570
export IMPL_status="completed"
export IMPL_ys_cells=80
export IMPL_drtAntennaViolNets=0
export IMPL_ys_flops=22
export IMPL_clock_latency_ps=250
export IMPL_core_um2=4350
export IMPL_critPathSlowestCell="clkdlybuf4s50_1"
export IMPL_critPathKind="flip-flop to output pin"
export IMPL_ys_seq_share_pct=57.1
export IMPL_grtUsageTotal_pct=4.13
export IMPL_crit_cells=1
export IMPL_drt_iter0_markers=54
export IMPL_common_cells="dfxtp_1 (22), nor2_1 (9), nand2_1 (8)"
export IMPL_clock_skew_ps=2.60
export IMPL_regMostFlops="state"
export IMPL_core_util_floorplan_pct=17.7
export IMPL_regToRegSetupSlack_ps=820
export IMPL_drt_total_wl_um=1620
export IMPL_antenna_cells=0
export IMPL_grt_max_degree=13
export IMPL_syn_avg_cell_area_um2=9.65
export IMPL_topCellsByArea="dfxtp_1 (57%), nor2_1 (4.4%), nand2_1 (3.9%)"
export IMPL_crit_path_max_incr_delay_ps=470
export IMPL_fmax_mhz=691
export IMPL_synth_edff_count=0
export IMPL_crit_family="buffers and inverters"
export IMPL_end_kind="output pin"
export IMPL_clkSinkCount=22
export IMPL_critPathCapture="en_A"
export IMPL_crit_buf_inv=1
export IMPL_area_growth_pct=37.6
export IMPL_gr_total_overflow=0
export IMPL_crit_fanout=2
export IMPL_fin_crit_ps=1450
export IMPL_synthCells=80
export IMPL_setup_violations=0
export IMPL_cts_hold_buffers=0
export IMPL_vias=600
export IMPL_grt_antenna_before_repair=0
export IMPL_yosysUniqueCellTypes=26
export IMPL_most_common_cell="dfxtp_1"
export IMPL_syn_area_um2=772
export IMPL_vias_per_cell=3.95
export IMPL_place_congestion=0.807
export IMPL_yosys_warnings=1
export IMPL_drc=0
export IMPL_timing_rr_start="state[5]$_DFF_P_"
export IMPL_ys_async_sr_fraction_pct=0
export IMPL_routedWlPerCell_um=10.6
export IMPL_post_cts_buffers=0
export IMPL_path_clk_slew_ps=80
export IMPL_yosys_area_um2=772
export IMPL_power_density_nw_per_um2=816
## final cells by class
cell class                      count  area (µm²)
Fill cell                         443        3290
Sequential cell                    22         440
Multi-Input combinational cell     52         303
Timing Repair Buffer               19         188
Tap cell                           52        65.1
Clock buffer                        4        55.1
Inverter                            3        11.3
## stage by stage
stage          power [mW]  hold WS, ps  area (µm²)  setup WS [ps]  std cells
3_5_place_dp        0.557          452        1010            250        148
4_1_cts             0.875          469        1060            437        152
5_1_grt             0.905          485        1060            387        152
2_1_floorplan       0.517          403         772            804         80
6_report            0.867          461        1060            454        152
3_3_place_gp        0.556          444        1010            263        148
## layout by cell type, fill, tap and decap left out
| cell | instances |
|---|---|
| o2111a_1 | 1 |
| clkbuf_8 | 4 |
| nand3_1 | 2 |
| inv_1 | 3 |
| a21o_1 | 1 |
| clkdlybuf4s50_1 | 18 |
| and3_2 | 1 |
| dfxtp_1 | 22 |
| and3b_1 | 1 |
| nand2b_1 | 3 |
| o21ai_0 | 3 |
| nor2_1 | 9 |
| a21oi_1 | 3 |
| nand2_1 | 8 |
| and3_1 | 2 |
| or3b_4 | 1 |
| o21a_1 | 2 |
| nand3b_1 | 1 |
| nor3_1 | 2 |
| buf_4 | 1 |
| conb_1 | 1 |
| o311ai_0 | 2 |
| nor4_1 | 2 |
| a21boi_0 | 2 |
| nand4b_1 | 1 |
| o211ai_2 | 1 |
| nor2b_1 | 3 |
## cell families after synthesis
family                 synth area share [%]
and+or+nand+nor                        24.6
buffers and inverters                  3.73
AOI/OAI and AO/OA                      14.1
other                                 0.486
DFF                                    57.0
## layer usage
layer  share of wire [%]  GRT usage (%)
met1                  47           5.67
met2                  44           6.13
met3                 7.1           1.51
met4                 1.9          0.736
met5                   0              0
## worst min path at each step
stage | start | end | slack, ps
final | in_en_C$_SDFFE_PN0P_ | in_en_C$_SDFFE_PN0P_ | 460
after global routing | in_en_C$_SDFFE_PN0P_ | in_en_C$_SDFFE_PN0P_ | 480
after CTS | in_en_C$_SDFFE_PN0P_ | in_en_C$_SDFFE_PN0P_ | 470
## power by group
part	internal [mW]	total (mW)	switching [mW]	leakage, nW
registers	0.472	0.482	0.00952	0.179
clock network	0.184	0.322	0.137	0.0288
logic	0.0396	0.0640	0.0244	0.209
total	0.696	0.867	0.171	0.416
No activity file was given, so power comes from the tool's default toggle rates.
