===== design/flow/config.mk =====
export PLATFORM = sky130hd
export DESIGN_NAME = ALU
export DESIGN_NICKNAME = ALU
export VERILOG_FILES = /design/flow/design.v
export SDC_FILE = /design/flow/constraint.sdc
export NUM_CORES = 4
export LEC_CHECK = 1
export CORE_AREA = 10 10 111 111
export DIE_AREA = 0 0 121 121

===== design/flow/design.v =====
module ALU(input [15:0] val_A, input [15:0] val_B, input [1:0] ALU_op, output [15:0] ALU_out, output Z);
reg [15:0] ALU_out1;
reg Z1;
always @(*)
  begin
   case(ALU_op)
	2'b00: ALU_out1 = val_A+val_B;
	2'b01: ALU_out1 = val_A-val_B;
	2'b10: ALU_out1 = val_A&val_B;
	2'b11: ALU_out1 = ~val_B;
   endcase
   case(ALU_out1)
	16'b0: Z1 = 1;
  	default: Z1 = 0;
   endcase
end
assign ALU_out = ALU_out1;
assign Z = Z1;
endmodule: ALU

===== design/flow/constraint.sdc =====
current_design ALU

set clk_period 12.9
set clk_io_pct 0.2

create_clock -name clk0 -period $clk_period

set non_clock_inputs [all_inputs -no_clocks]
set_input_delay [expr $clk_period * $clk_io_pct] -clock clk0 $non_clock_inputs
set_output_delay [expr $clk_period * $clk_io_pct] -clock clk0 [all_outputs]

===== design/flow/run.sh =====
#!/bin/bash
# OpenROAD 26Q1-2900-gdf79404cd8, Yosys 0.63+post, stock flow scripts
make -C /OpenROAD-flow-scripts/flow DESIGN_CONFIG=/design/flow/config.mk WORK_HOME=/design/flow/orfs finish

==> changes_impl.md <==
### Metrics

- Maximum clock frequency: slightly below 0.1 GHz
- Post-Synth Adder-Cell Area: approximately 14%
- Row Count: 36
- Quantity of I/O buffers inserted on ports: roughly 51
- Largest net degree at the start of global routing: 32
- Number of detailed-routing iterations run before antenna repair: 5
- Number of clock buffer instances in the layout: 0
- Maximum cell stage delay along the critical path: about 0.7 ns
- Total of warnings raised by yosys: 1
- Sequential cell area fraction in the yosys report: 0%
- Number of DRC markers after the initial detailed-route iteration: 134
- Worst Path Arrival: 7.69 ns
- Peak fanout along the critical path: 27
- Drt total wl: approximately 6100 um
- Portion of total power attributed to sequential cells: 0%
- XOR/XNOR Fraction of Synth Area: about a tenth
- Number of gates given a new drive strength after cts: 0
- RSZ-0062 raised after global routing: no
- Int Pwr: 0.00006391 W
- Hold slack final: 6.293 ns
- Area leader, netlist: sky130_fd_sc_hd__ha_1
- Met3 wirelength from detailed routing: 606 um
- Synth Area in Compound Gates: 38.51%
- Total count of max-transition violations in the final report: 0
- DRC viols: 0
- Wire length per cell after detailed routing: 14.34 um
- Area of the core: approximately 0.0099 mm^2
- Cells along the critical path: clkdlybuf4s50_1 -> clkinv_1 -> nor2_1 -> nor2_1 -> xnor2_1 -> ha_1 -> and2_1 -> a221o_1 -> a31oi_1 -> o221ai_1 -> mux2i_1 -> o211a_1 -> o221ai_2 -> a2111oi_2 -> clkdlybuf4s50_1
- Post-synthesis to final-layout area growth: 37.64%
- Area leader share: 12.40%
- Area of the synthesized netlist per yosys stat: between 0.0015 and 0.002 mm^2
- Top cells by area: sky130_fd_sc_hd__ha_1, sky130_fd_sc_hd__o21ai_0, sky130_fd_sc_hd__xor2_1, sky130_fd_sc_hd__nand3_1, sky130_fd_sc_hd__a21oi_1
- Tightest slew margin relative to the limit: 55.21%
- Startpoint of the most critical hold path: val_A[5]
- Overall via count from detail_route: 2,063
- Post-CTS Setup Bufs: 0
- Number of global-route vias before repair: 1,927
- Area enclosed by the die boundary: ~0.015 mm^2
- Switching share of power: 49.85%
- Hold crit path type: primary input to primary output
- Combined global-route utilization of all metal layers: 8.137%
- Gpl congestion: 0.9141
- Shortest clock period the worst path allows after layout: 10.27 ns
- Slowest CP cell: sky130_fd_sc_hd__clkdlybuf4s50_1
- Pwr dens: 53.98 mW/mm^2
- Critical Path Start: ALU_op[0]
- Initial Utilization: 17.39%
- Flip-flop and latch area: 0 um^2
- Global-route wire length before repair: 9984 um
- Maximum Capacitance Violations: 0
- Number of hold buffers added after CTS: 0
- Share of total power in combinational logic: 100.0%
- Netlist Area Pre-Place: 0.001715 mm^2
- Total congestion overflow after global routing: 0
- Antenna viol nets, final: 0
- Portion of netlist area occupied by mux cells: under 10%
- Family with the most delay on the worst path: buffers and inverters
- FFs & Latches: 0
- Worst endpoint required time: roughly 10 ns
- Post-synthesis area per instance: 6.780 um^2
- Number of cell instances after yosys synthesis: ~250
- Sum of routed wire segments on met1: 2950 um
- Detailed Place HPWL: around 5100 um
- Die Y-Extent: 121 um
- Topmost layer with routed signal wires: met3
- Most used standard cells in the synthesized netlist: sky130_fd_sc_hd__o21ai_0, sky130_fd_sc_hd__nand2_1, sky130_fd_sc_hd__ha_1, sky130_fd_sc_hd__nand3_1
- Worst setup SP type: primary input
- Number of failing setup endpoints in the final timing report: 0
- Cells after Synth: 253
- Status: finished clean
- Category of the critical setup timing path: primary input to primary output
- Psw: 0.00006353 W
- Post-detailed-route via-to-cell ratio: 4.820
- OpenROAD warning count: 33
- Number of buffer and inverter instances along the worst setup path: 3
- Static Leak: 0.8933 nW
- Overall die width: 121 um
- Most frequent cell after synthesis: sky130_fd_sc_hd__o21ai_0
- Number of antenna violations at the first check in global routing: 0
- Share of cells above drive strength 1: 4.407%
- Top-level I/O count: 51
- Synth unique cells: 56
- Period Utilization, post-route: 79.60%
- Kind of end point of the critical path: primary output
- Worst ir drop on vdd: roughly 0.014 mV
- Amount of wire on met2 after detailed routing: 2580 um
- Simple-Gate Area Share: a little under a third
- Clock share of power: 0%
- Actual transition at the worst max-transition pin: 0.6678 ns
- Post-route setup TNS: 0 ns
- Dominant comb cell: AND-OR/OR-AND gates
- Antenna diode count: 0
- Final Hold Fails: 0
[power groups by stage]
| stage | registers [W] | clock network [W] | logic (W) |
|---|---|---|---|
| 4_1_cts | 0 | 0 | 0.000128 |
| 5_1_grt | 0 | 0 | 0.000142 |
| 6_report | 0 | 0 | 0.000127 |
[cells by family (layout without fill, tap and decap cells)]
kind of cell | Yosys count | count (layout)
adder cells (fa/ha/maj) | 18 | 18
buffers and inverters | 21 | 63
AND/OR/NAND/NOR | 101 | 101
multiplexers | 2 | 2
AND-OR/OR-AND | 91 | 91
XOR/XNOR | 20 | 20
[per-layer routing]
metal / up-vias / track usage [%]
met5: - / 0
li1: 1055 / -
met4: 0 / 0.07541
met1: 922 / 12.03
met2: 86 / 12.48
met3: 0 / 1.748
[worst paths after layout]
| check | slack (ns) | end | depth (start not counted) |
|---|---|---|---|
| setup / recovery | 2.63 | Z | 15 |
| hold / removal | 6.29 | ALU_out[5] | 5 |
[through the flow]
step                 power [W]  cells  setup WS [ns]  util, %  area (um^2)
floorplan           0.00007597    253          4.659        -         1715
global placement     0.0001261    428          2.863    23.93         2361
detailed placement   0.0001268    428          2.674    23.93         2361
CTS                  0.0001276    428          2.653    23.93         2361
global route         0.0001425    428          2.141    23.93         2361
finish               0.0001274    428          2.632    23.93         2361
[layout by cell type, fill, tap and decap left out, types with 3 or more instances in the layout]
cell type	Yosys	layout
sky130_fd_sc_hd__nor2_1	16	16
sky130_fd_sc_hd__and3_1	4	4
sky130_fd_sc_hd__ha_1	17	17
sky130_fd_sc_hd__o21a_1	5	5
sky130_fd_sc_hd__nand2b_1	3	3
sky130_fd_sc_hd__a211o_1	3	3
sky130_fd_sc_hd__clkdlybuf4s50_1	0	51
sky130_fd_sc_hd__xnor2_1	8	8
sky130_fd_sc_hd__nand3_1	17	17
sky130_fd_sc_hd__o21ai_0	23	23
sky130_fd_sc_hd__xor2_1	12	12
sky130_fd_sc_hd__and3b_1	3	3
sky130_fd_sc_hd__o211a_1	4	4
sky130_fd_sc_hd__a21boi_0	4	4
sky130_fd_sc_hd__inv_1	10	10
sky130_fd_sc_hd__o211ai_1	5	5
sky130_fd_sc_hd__o31ai_1	6	6
sky130_fd_sc_hd__a21o_1	4	4
sky130_fd_sc_hd__nand3b_1	5	5
sky130_fd_sc_hd__nor2b_1	7	7
sky130_fd_sc_hd__nand2_1	19	19
sky130_fd_sc_hd__a21oi_1	16	16
sky130_fd_sc_hd__or2_2	3	3
sky130_fd_sc_hd__nor3_1	9	9
[cell type report]
cell class | instances | area, um^2
repair buffers | 52 | 518.0
multi-input cells | 232 | 1635
inverters | 11 | 41.29
well taps | 133 | 166.4
fillers | 1063 | 7503
[worst min-delay path: cells and delay by family]
kind | cells | cell delay, ns
simple gates | 1 | 0.09
buf+inv | 2 | 0.85
compound gates | 2 | 0.18
No activity file was given, so power comes from the tool's default toggle rates.
